--- design.v ---
`timescale 1ns / 1ps
`default_nettype none
module Nbit_reg #(parameter n=1, r=0)
   (input  wire [n-1:0] in,
    output wire [n-1:0] out,
    input  wire         clk,
    input  wire         we,
    input  wire         gwe,
    input  wire         rst
    );
   reg [n-1:0] state;
   assign #(1) out = state;
   always @(posedge clk) 
     begin 
       if (gwe & rst) 
         state = r;
       else if (gwe & we) 
         state = in; 
     end
endmodule
`timescale 1ns / 1ps
`default_nettype none
module lc4_regfile #(parameter n = 16)
        (input wire clk,
        input wire gwe,
        input wire rst,
        input wire [2:0] i_rs,          
        output wire [n-1:0] o_rs_data,  
        input wire [2:0] i_rt,          
        output wire [n-1:0] o_rt_data,  
        input wire [2:0] i_rd,          
        input wire [n-1:0] i_wdata,     
        input wire i_rd_we              
        );
    wire [n-1:0] r0v, r1v, r2v, r3v, r4v, r5v, r6v, r7v;
    Nbit_reg #(n) r0 (.in(i_wdata), .out(r0v), .clk(clk), .we((i_rd == 3'd0) & i_rd_we), .gwe(gwe), .rst(rst));
    Nbit_reg #(n) r1 (.in(i_wdata), .out(r1v), .clk(clk), .we((i_rd == 3'd1) & i_rd_we), .gwe(gwe), .rst(rst));
    Nbit_reg #(n) r2 (.in(i_wdata), .out(r2v), .clk(clk), .we((i_rd == 3'd2) & i_rd_we), .gwe(gwe), .rst(rst));
    Nbit_reg #(n) r3 (.in(i_wdata), .out(r3v), .clk(clk), .we((i_rd == 3'd3) & i_rd_we), .gwe(gwe), .rst(rst));
    Nbit_reg #(n) r4 (.in(i_wdata), .out(r4v), .clk(clk), .we((i_rd == 3'd4) & i_rd_we), .gwe(gwe), .rst(rst));
    Nbit_reg #(n) r5 (.in(i_wdata), .out(r5v), .clk(clk), .we((i_rd == 3'd5) & i_rd_we), .gwe(gwe), .rst(rst));
    Nbit_reg #(n) r6 (.in(i_wdata), .out(r6v), .clk(clk), .we((i_rd == 3'd6) & i_rd_we), .gwe(gwe), .rst(rst));
    Nbit_reg #(n) r7 (.in(i_wdata), .out(r7v), .clk(clk), .we((i_rd == 3'd7) & i_rd_we), .gwe(gwe), .rst(rst));
    Nbit_mux8to1 mux1 (.sel(i_rs), .ins0(r0v), .ins1(r1v), .ins2(r2v), .ins3(r3v), .ins4(r4v), .ins5(r5v), .ins6(r6v), .ins7(r7v), 
.mux_output(o_rs_data));
    Nbit_mux8to1 mux2 (.sel(i_rt), .ins0(r0v), .ins1(r1v), .ins2(r2v), .ins3(r3v), .ins4(r4v), .ins5(r5v), .ins6(r6v), .ins7(r7v), 
.mux_output(o_rt_data));
endmodule
module Nbit_mux8to1(input wire [2:0] sel,
                    input wire [15:0] ins0,
                    input wire [15:0] ins1,
                    input wire [15:0] ins2,
                    input wire [15:0] ins3,
                    input wire [15:0] ins4,
                    input wire [15:0] ins5,
                    input wire [15:0] ins6,
                    input wire [15:0] ins7,
                    output reg [15:0] mux_output); 
    always @(ins0 or ins1 or ins2 or ins3 or ins4 or ins5 or ins6 or ins7 or sel) 
        begin 
        case (sel) 
        3'b000 : mux_output = ins0; 
        3'b001 : mux_output = ins1; 
        3'b010 : mux_output = ins2; 
        3'b011 : mux_output = ins3; 
        3'b100 : mux_output = ins4; 
        3'b101 : mux_output = ins5; 
        3'b110 : mux_output = ins6; 
        3'b111 : mux_output = ins7; 
        default : mux_output = 16'bx; 
        endcase 
    end 
endmodule 
--- run.sh ---
#!/bin/bash
# OpenROAD 26Q1-2900-gdf79404cd8, Yosys 0.63+post, stock flow scripts
make -C /OpenROAD-flow-scripts/flow DESIGN_CONFIG=/design/flow/config.mk WORK_HOME=/design/flow/orfs finish
--- config.mk ---
export PLATFORM = sky130hd
export DESIGN_NAME = lc4_regfile
export DESIGN_NICKNAME = lc4_regfile
export VERILOG_FILES = /design/flow/design.v
export SDC_FILE = /design/flow/constraint.sdc
export NUM_CORES = 4
export LEC_CHECK = 1
export CORE_UTILIZATION = 30
--- constraint.sdc ---
current_design lc4_regfile

set clk_period 5.9
set clk_io_pct 0.2

create_clock -name clk0 -period $clk_period [get_ports {clk}]

set non_clock_inputs [all_inputs -no_clocks]
set_input_delay [expr $clk_period * $clk_io_pct] -clock clk0 $non_clock_inputs
set_output_delay [expr $clk_period * $clk_io_pct] -clock clk0 [all_outputs]
==> results.json <==
{
  "dpl.hpwl_mm": 13.5,
  "cts_hold_buf": 0,
  "ys_cells": 816,
  "hold_viol_final": 0,
  "routedWlPerCell_um": 19.2,
  "cts_made_buffers": 17,
  "cellPowerDensity_mw_per_mm2": 264,
  "chipArea_sq_mm": 0.0232,
  "syn_inst": 816,
  "critPathKind": "in2out",
  "die_w_um": 152,
  "fillCellCount": 2177,
  "whs_endpoint": "r7.state[2]",
  "start_kind": "primary input",
  "postSynthSeqShare_pct": 37.9,
  "die_h_um": 152,
  "antenna_found_initial": 0,
  "relSlewSlack_pct": 45.4,
  "grt_pass1_vias": 5691,
  "edf_count": 0,
  "htreeDepth": 4,
  "fin_cells": 1122,
  "ys.flop_type": "dfxtp_1",
  "gp_congestion": 0.876,
  "hold_class": "reg2reg",
  "cap_violations": 0,
  "peakVddDrop_uv": 202,
  "grt_max_degree": 74,
  "synth_flop_count": 128,
  "setup_viol": 0,
  "fp_util_pct": 30.8,
  "fin_crit_ps": 4790,
  "portBuffers": 60,
  "clock_path_buffers": 2,
  "crit_arrival_ps": 3610,
  "fin_worst_skew_ps": 0,
  "wirelength_mm": 21.5,
  "yosys.area.top_type_share_pct": 37.9,
  "hold_slack_ps": 470,
  "rsz0062_at_grt": "no",
  "pin_count": 61,
  "final_util_pct": 36.3,
  "logic_area_sq_mm": 0.00375,
  "finalPower_mw": 2.10,
  "rows": 54,
  "synth.distinct_cells": 42,
  "viasPerCell": 5.32,
  "clkLatencyLatePin_ps": 410,
  "clk_pin_slew_ps": 50,
  "slew_viol_final": 0,
  "ys_async_sr_fraction_pct": 0,
  "avgSynthCellArea_sq_um": 8.29,
  "ys_warn_count": 2,
  "syn2layout_area_growth_pct": 18.0,
  "detail-route-antenna-nets": 0,
  "warnings": 25,
  "dpl.cell_count": 1097,
  "worstPathRequired_ps": 4720,
  "setup_tns_ps": 0,
  "rr_startpoint": "r0.state[4]",
  "max_slew.worst_pin.slew_ps": 817,
  "p_leak_nw": 2.90,
  "min_delay_path_depth": 2,
  "worstHoldStart": "r7.state[2]",
  "core_sq_mm": 0.0220,
  "timing.rr.end": "r0.state[4]",
  "common_cells": "132 x nand2_1, 128 x dfxtp_1, 123 x nor2_1",
  "cts_root_buf": "clkbuf_16",
  "syn_area_sq_mm": 0.00677,
  "fmax_mhz": 209,
  "worstRegToRegCells": 2,
  "r2r_slack_ps": 5190,
  "yosys.area.top_type": "dfxtp_1",
  "grt_pass1_wl_mm": 33.6,
  "synth.most_common_cell": "nand2_1",
  "drive_above_1_share_pct": 10.3,
  "numClockSinks": 128,
  "gr-usage-all-layers_pct": 19.1,
  "cts_tree": "done",
  "post_cts_buffers": 0,
  "dr.first_iter.drc_count": 482,
  "vias": 5973,
  "first_pass_iters": 22,
  "overflow": 0,
  "route.detailed.drc": 0,
  "cts_resized": 0,
  "crit_path_end_kind": "output port",
  "fin_crit_sh_pct": 81.1,
  "antenna_cells": 0,
  "synthTopCellsByArea": "dfxtp_1 38%, mux2i_1 15%, nand2_1 7.3%, nor2_1 6.8%, a221oi_1 6.5%",
  "ff_latch_area_sq_mm": 0.00256,
  "status": "finished clean",
  "synth_chip_area_sq_mm": 0.00677,
  "critPathMaxFanout": 38
}
-- area by class of cell --
type | count | area share (%)
repair buffers | 82 | 9.41
well taps | 280 | 4.39
clock inverters | 2 | 0.125
inverters | 19 | 0.894
clock buffers | 23 | 6.11
flip-flops and latches | 128 | 32.1
multi-input cells | 588 | 47.0
-- routing by layer --
layer | track usage [%] | part of all wire, %
met2 | 28.9 | 44
met3 | 4.03 | 7.6
met1 | 28.0 | 45
met5 | 0 | 0
met4 | 5.30 | 3.0
-- placed cells by master (no fill, tap or decap), types with 2 or more instances in the layout --
master             n
a211oi_1           4
a21o_1             2
a21oi_1           69
a221oi_1          50
a22o_1            27
buf_2              3
buf_4             22
clkbuf_1           2
clkbuf_16         17
clkbuf_8           4
clkdlybuf4s50_1   57
clkinv_2           2
dfxtp_1          128
inv_1             19
mux2_2            26
mux2i_1           99
nand2_1          132
nand2b_1           6
nand3_1            3
nand3b_1           3
nand4_1            2
nor2_1           123
nor2b_1            7
nor3_4             4
nor3b_2            3
o21ai_0            2
o22a_1             5
o22ai_1            4
or2_2              2
or3_1              2
-- logic make-up (layout without fill, tap and decap cells) --
| kind of cell | count (synthesis) | count (layout) | share of synthesized area (%) |
|---|---|---|---|
| DFF | 128 | 128 | 37.9 |
| buffers and inverters | 100 | 126 | 6.86 |
| AOI/OAI and AO/OA | 171 | 171 | 17.8 |
| muxes | 125 | 125 | 19.0 |
| and+or+nand+nor | 292 | 292 | 18.4 |
-- metrics by stage --
step	area [sq um]	worst slack, ps
finish	7980	1110
global placement	7480	1190
floorplan	6770	2410
global route	7980	1070
CTS	7980	1140
detailed placement	7480	1160
-- registers in the layout (all words and copies together), names as in the netlist --
register / cells
r0.state: 16
r1.state: 16
r2.state: 16
r3.state: 16
r4.state: 16
r5.state: 16
r6.state: 16
r7.state: 16
-- report_power, final --
part           internal [mW]  switching (mW)  total [mW]
Combinational          0.116           0.146       0.261
Sequential             0.898          0.0250       0.923
Clock                  0.562           0.357       0.919
Total                   1.58           0.528        2.10
-- critical path, cell delays in order --
cell             delay (ps)
clkdlybuf4s50_1         530
buf_4                   420
or3_1                   680
o32a_1                  310
clkdlybuf4s50_1         470
-- how the worst max path moves through the flow --
stage,to,depth (start not counted),slack (ps),start
6_report,o_rt_data[15],5,1110,i_rt[2]
5_1_grt,o_rt_data[14],7,1070,i_rt[2]
4_1_cts,o_rt_data[10],6,1140,i_rt[2]
