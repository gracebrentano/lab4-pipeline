<file path="flow/design.v">
`timescale 1ns / 1ps
`default_nettype none
module lc4_divider(input  wire [15:0] i_dividend,
                   input  wire [15:0] i_divisor,
                   output wire [15:0] o_remainder,
                   output wire [15:0] o_quotient);
      wire [15:0] temp_dividend[16:0];
      wire [15:0] temp_quotient[16:0];
      wire [15:0] temp_remainder[16:0];
      assign temp_quotient[0] = 16'd0;
      assign temp_remainder[0] = 16'd0;
      assign temp_dividend[0] = i_dividend;
      genvar i;
        for (i = 0; i < 16; i = i + 1) begin
          lc4_divider_one_iter l(.i_dividend(temp_dividend[i]),
                                 .i_divisor(i_divisor),
                                 .i_remainder(temp_remainder[i]),
                                 .i_quotient(temp_quotient[i]),
                                 .o_dividend(temp_dividend[i+1]),
                                 .o_remainder(temp_remainder[i+1]),
                                 .o_quotient(temp_quotient[i+1]));
        end
      assign o_remainder = temp_remainder[16];
      assign o_quotient = temp_quotient[16];
endmodule  
module lc4_divider_one_iter(input  wire [15:0] i_dividend,
                            input  wire [15:0] i_divisor,
                            input  wire [15:0] i_remainder,
                            input  wire [15:0] i_quotient,
                            output wire [15:0] o_dividend,
                            output wire [15:0] o_remainder,
                            output wire [15:0] o_quotient);
      wire [15:0] remainder_temp, quotient_temp, computed_remainder, computed_quotient;
      assign remainder_temp = (i_dividend >> 15 & 1'b1) | i_remainder << 1;
      assign computed_remainder = (remainder_temp < i_divisor) ? remainder_temp : remainder_temp - i_divisor;
      assign quotient_temp = i_quotient << 1;
      assign computed_quotient = (remainder_temp < i_divisor) ? quotient_temp : quotient_temp | 1'b1;
      assign o_remainder = (i_divisor == 0) ? 1'b0 : computed_remainder;
      assign o_quotient = (i_divisor == 0) ? 1'b0 : computed_quotient;
      assign o_dividend = i_dividend << 1;
endmodule
</file>
<file path="flow/run.sh">
#!/bin/bash
# OpenROAD 26Q1-2900-gdf79404cd8, Yosys 0.63+post, stock flow scripts
make -C /OpenROAD-flow-scripts/flow DESIGN_CONFIG=/design/flow/config.mk WORK_HOME=/design/flow/orfs finish
</file>
<file path="flow/config.mk">
export PLATFORM = sky130hd
export DESIGN_NAME = lc4_divider
export DESIGN_NICKNAME = lc4_divider
export VERILOG_FILES = /design/flow/design.v
export SDC_FILE = /design/flow/constraint.sdc
export NUM_CORES = 4
export LEC_CHECK = 1
export CORE_UTILIZATION = 40
</file>
<file path="flow/constraint.sdc">
current_design lc4_divider

set clk_period 79.2
set clk_io_pct 0.2

create_clock -name clk0 -period $clk_period

set non_clock_inputs [all_inputs -no_clocks]
set_input_delay [expr $clk_period * $clk_io_pct] -clock clk0 $non_clock_inputs
set_output_delay [expr $clk_period * $clk_io_pct] -clock clk0 [all_outputs]
</file>
==> impl_metrics.py <==
# Flow results
metrics = {
    "layout": {
        "syn2layout_area_growth_pct": 8.65,
        "nFlopsAndLatches": 0,
        "clkbuf_count": 0,
        "layout.cells.non_filler": 2648,
        "drive_gt1_share_pct": 4.52,
        "seq_area_um2": 0,
        "fillers": 3552,
    },
    "clock_network": {
        "cts_resized": 0,
        "post_cts_buffers": 0,
        "postCtsHoldBufs": 0,
    },
    "setup_path": {
        "crit_path_start_kind": "input port",
        "critical_path_required_ps": 63360,
        "worst-path-buf-inv": 10,
        "cp-end-kind": "output port",
        "cp_top_family": "AND-OR/OR-AND gates",
        "arrival_ps": 57000,
        "crit_path_max_fanout": 31,
        "crit_path_max_incr_delay_ps": 780,
        "crit_top_cell": "ha_1",
        "path_class": "input port to output port",
        "slowest_stage": "nor3_1",
    },
    "detailed_routing": {
        "drtAntennaViolNets": 0,
        "via_per_inst": 6.12,
        "vias": 16200,
        "dr.pass1.iters": 6,
        "wl_um": 51500,
        "wl_per_cell_um": 19.4,
        "route.detailed.drc": 0,
        "first_iter_violations": 1341,
    },
    "placed_design": {
        "gp_congestion": 1.05,
        "hpwl_um": 40000,
        "dp_cells": 2646,
        "io_buffers": 64,
    },
    "min_path": {
        "hold_path.class": "input port to output port",
    },
    "pwr": {
        "ir_drop_uv": 6140,
        "internal-power_mw": 30.8,
        "swShare_pct": 55.4,
        "p_switching_mw": 38.3,
        "leakage_nw": 7.05,
        "power_density_mw_per_mm2": 4440,
    },
    "synth": {
        "ys_warn_count": 1,
        "yosys_cells": 2151,
        "netlist_instances": 2151,
        "synth.yosys.seq_area_share_pct": 0,
        "ys_types": 96,
        "yosys_area_mm2": 0.0143,
        "synth_area_per_cell_um2": 6.67,
        "synth_area_mm2": 0.0143,
    },
    "timing": {
        "period_used_pct": 92.0,
        "timing.fmax_mhz": 13.7,
        "slew_headroom_pct": 36.4,
        "rsz0062_at_grt": "false",
        "hold_violations": 0,
        "tightest_slew_ps": 947,
        "min_period_ps": 72840,
        "maxSlewViolCount": 0,
        "tns_ps": 0,
        "finalSetupViolations": 0,
        "hold_slack_ps": 32650,
    },
    "global_route": {
        "grt-ovfl-total": 0,
        "grt_max_degree": 53,
        "grt_pass1_wl_um": 81100,
        "grt_pass1_vias": 14600,
        "track_usage_pct": 28.5,
        "grt_antenna_before_repair": 0,
    },
    "die": {
        "fp_util_pct": 41.1,
        "die_width_um": 191,
        "row_count": 68,
        "io_pins": 64,
        "fp.dieH_um": 191,
        "core_area_mm2": 0.0349,
        "dieArea_mm2": 0.0366,
    },
    "run": {
        "warnings": 32,
        "drv_cap": 0,
    },
    "outcome": {
        "outcome": "complete, no violations",
    },
}
-- through the flow --
| stage | total power, mW | setup WS [ps] | utilization (%) | instance area (µm²) |
|---|---|---|---|---|
| after floorplan | 62.8 | 13260 | - | 14400 |
| after global placement | 69.4 | 7860 | 44.7 | 15600 |
| after detailed placement | 69.0 | 7320 | 44.7 | 15600 |
| after CTS | 69.4 | 7160 | 44.7 | 15600 |
| after global routing | 72.4 | 3230 | 44.7 | 15600 |
| final | 69.1 | 6360 | 44.7 | 15600 |
-- cell families (layout without fill, tap and decap cells) --
kind of cell               count (synthesis)  after routing  share of synthesized area (%)
adders and majority gates                253            253                           22.8
and+or+nand+nor                          719            719                           24.1
buffers and inverters                    220            254                           5.87
other                                      1              9                         0.0261
muxes                                     19             19                           1.40
AOI/OAI and AO/OA                        811            811                           38.0
xor gates and xnor gates                 128            128                           7.82
-- final timing paths --
path,start,endpoint,slack (ps),cells after the start
setup / recovery,i_divisor[1],o_remainder[5],6360,164
hold / removal,i_dividend[0],o_remainder[0],32650,4
-- cells in the final DEF, fill, tap and decap left out, types with 20 or more instances in the layout --
cell type | Yosys | layout
o21ai_0 | 152 | 150
or3_1 | 22 | 22
ha_1 | 233 | 233
a21o_1 | 67 | 67
a211oi_1 | 49 | 49
nand2_1 | 179 | 179
nand3_1 | 40 | 40
and2_1 | 23 | 23
clkdlybuf4s50_1 | 0 | 64
nor2_1 | 236 | 236
nand2b_1 | 29 | 29
nor2b_1 | 20 | 20
nor3_1 | 68 | 68
inv_1 | 156 | 155
a21boi_0 | 30 | 30
a21oi_1 | 200 | 200
xnor2_1 | 101 | 101
o211ai_1 | 28 | 28
o21bai_1 | 20 | 20
and3_1 | 22 | 22
o21ai_1 | 19 | 21
xor2_1 | 27 | 27
buf_4 | 0 | 33
o21a_1 | 51 | 51
-- cells in the mapped netlist (9+ instances only) --
library cell / count / share of area (%)
a211oi_1: 49 / 2.6
a21boi_0: 30 / 1.6
a21o_1: 67 / 3.5
a21oi_1: 200 / 7.0
a22oi_1: 12 / 0.63
a31o_2: 10 / 0.61
a31oi_1: 19 / 0.83
and2_1: 23 / 1.0
and3_1: 22 / 0.96
clkbuf_1: 49 / 1.3
fa_1: 15 / 2.1
ha_1: 233 / 20
inv_1: 156 / 4.1
mux2_2: 9 / 0.71
mux2i_1: 10 / 0.70
nand2_1: 179 / 4.7
nand2b_1: 29 / 1.3
nand3_1: 40 / 1.4
nand4_1: 16 / 0.70
nor2_1: 236 / 6.2
nor2b_1: 20 / 0.87
nor3_1: 68 / 2.4
nor3b_1: 19 / 0.99
nor4_1: 10 / 0.44
o211a_1: 10 / 0.70
o211ai_1: 28 / 1.5
o21a_1: 51 / 2.7
o21ai_0: 152 / 5.3
o21ai_1: 19 / 0.66
o21bai_1: 20 / 1.0
o31ai_1: 11 / 0.58
or3_1: 22 / 0.96
xnor2_1: 101 / 6.2
xor2_1: 27 / 1.6
-- per-layer routing --
metal	part of all wire [%]	track usage, %
met1	46	41.1
met2	42	43.8
met5	0	0
met4	3.1	7.94
met3	8.0	4.55
-- cell type report --
cell class | count | area [µm²] | share of cell area (%)
Inverter | 157 | 589 | 3.78
Tap cell | 455 | 569 | 3.65
Multi-Input combinational cell | 1937 | 13500 | 86.8
Timing Repair Buffer | 97 | 888 | 5.70
Antenna cell | 2 | 5.00 | 0.0321
-- power by group through the flow --
stage                 Sequential (mW)  Combinational (mW)  Clock, mW
after global routing                0                72.4          0
after CTS                           0                69.4          0
No activity file was given, so power comes from the tool's default toggle rates.
